### design/flow/design.v
module fp_adder(
    input [31:0] a,     
    input [31:0] b,     
    output [31:0] sum   
);
wire sign_a, sign_b;
wire [7:0] exp_a, exp_b;
wire [23:0] mant_a, mant_b;
assign sign_a = a[31];
assign sign_b = b[31];
assign exp_a = a[30:23];
assign exp_b = b[30:23];
assign mant_a = {1'b1, a[22:0]};   
assign mant_b = {1'b1, b[22:0]};   
wire [7:0] exp_diff;
wire [23:0] shifted_mant_a, shifted_mant_b;
wire [24:0] mant_sum;
reg [23:0] mantissa_result;
reg [7:0] exp_result;
reg sign_result;
reg [31:0] final_sum;
assign exp_diff = (exp_a > exp_b) ? (exp_a - exp_b) : (exp_b - exp_a);
assign shifted_mant_a = (exp_a > exp_b) ? mant_a : (mant_a >> exp_diff);
assign shifted_mant_b = (exp_b > exp_a) ? mant_b : (mant_b >> exp_diff);
assign mant_sum = (sign_a == sign_b) ? (shifted_mant_a + shifted_mant_b) : (shifted_mant_a - shifted_mant_b);
always @(*) begin
    if (mant_sum[24]) begin
        mantissa_result = mant_sum[24:1];
        exp_result = ((exp_a > exp_b) ? exp_a : exp_b) + 1;
    end else begin
        mantissa_result = mant_sum[23:0];
        exp_result = (exp_a > exp_b) ? exp_a : exp_b;
    end
    sign_result = (mant_sum == 0) ? 1'b0 : ((shifted_mant_a > shifted_mant_b) ? sign_a : sign_b);
    if (mantissa_result == 0) begin
        final_sum = 32'b0;   
    end else begin
        final_sum = {sign_result, exp_result, mantissa_result[22:0]};
    end
end
assign sum = final_sum;
endmodule
### design/flow/run.sh
#!/bin/bash
# OpenROAD 26Q1-2900-gdf79404cd8, Yosys 0.63+post, stock flow scripts
make -C /OpenROAD-flow-scripts/flow DESIGN_CONFIG=/design/flow/config.mk WORK_HOME=/design/flow/orfs finish
### design/flow/config.mk
export PLATFORM = sky130hd
export DESIGN_NAME = fp_adder
export DESIGN_NICKNAME = fp_adder
export VERILOG_FILES = /design/flow/design.v
export SDC_FILE = /design/flow/constraint.sdc
export NUM_CORES = 4
export LEC_CHECK = 1
export CORE_UTILIZATION = 30
### design/flow/constraint.sdc
current_design fp_adder

set clk_period 30.6
set clk_io_pct 0.2

create_clock -name clk0 -period $clk_period

set non_clock_inputs [all_inputs -no_clocks]
set_input_delay [expr $clk_period * $clk_io_pct] -clock clk0 $non_clock_inputs
set_output_delay [expr $clk_period * $clk_io_pct] -clock clk0 [all_outputs]
==> impl_metrics.yaml <==
# generated from flow reports
yosys:
  avgSynthCellArea_sq_um: 6.806
  syn_inst: 1074
  yosys_cells: 1074
  area_leaders: "mux2i_1, ha_1, a21oi_1"
  yosysTopAreaCell: "mux2i_1"
  yosysTopAreaCellShare_pct: 12.19
  syn_area_sq_um: 7310
  yosysWarnings: 1
  ys_chip_area_sq_um: 7310
  synth_seq_share_pct: 0
  ys_types: 93
run:
  warnings: 64
  cap_violations: 0
floorplan:
  fp-utilization_pct: 30.86
  die_h_um: 158.1
  chip_area_sq_um: 24990
  core_sq_um: 23680
  io_pins: 96
  die_w_um: 158.1
  rows: 56
final_timing:
  worstMarginPinSlew_ps: 854.6
  slew_violations: 0
  min_period_over_period_pct: 68.26
  fmax_mhz: 47.88
  setup_ws_ps: 9714
  rsz0062_at_grt: "false"
  setup_tns_ps: 0
  hold_ws_ps: 13320
  finalSetupViolations: 0
  period_minus_slack_ps: 20890
  hold_viol_final: 0
  slew_headroom_pct: 42.71
worst_setup_path:
  cp-start-kind: "primary input"
  slowest_delay_ps: 720
  critPathArrivalTime_ps: 14770
  critPathCaptureType: "output port"
  path_delay_family: "simple AND/OR/NAND/NOR gates"
  critPathRequiredTime_ps: 24480
  cp_num_buf_inv: 5
  critPathMaxFanout: 53
  path_class: "in -> out"
  slowest_stage: "nor4_4"
cells_and_area:
  drive_gt1_share_pct: 6.600
  syn2layout_area_growth_pct: 15.11
  most-common-layout-cells: "nand2_1, nor2_1, clkdlybuf4s50_1"
  finalNonFillerCells: 1425
  fillers: 2599
  final_util_pct: 35.53
  flops: 0
  stdcell_area_sq_um: 8414
  register_area_sq_um: 0
  clockBufferCount: 0
  lay_top_count: "nand2_1"
place:
  dp_slack_ps: 9739
  port_buffers: 96
  gp_congestion: 1.033
  placedCellCount: 1425
  dp_hpwl_um: 22880
  placed_area_sq_um: 8414
pwr:
  pwr_density_cell_nw_per_um2: 49.98
  fin_total_pwr_uw: 420.6
  power_leakage_nw: 3.419
  peakVddDrop_v: 0.00001889
route:
  drtPass1Iterations: 5
  num_antenna_cells: 0
  route.detailed.wl_per_inst_um: 19.74
  drt_iter0_drc: 790
  via_per_inst: 5.903
  drc: 0
  num_vias: 8412
  routed_wl_um: 28130
  postRouteAntennaNets: 0
global_routing:
  grt_antenna_before_repair: 0
  grt_pass1_vias: 7661
  gr-total-overflow: 0
  grt_pass1_wl_um: 43840
  track_usage_pct: 22.92
  grt_max_degree: 54
clock_tree:
  postCtsSetupBuffers: 0
  post_cts_resized: 0
  postCtsHoldBufs: 0
min_path:
  hold_path_class: "in -> out"
run_status:
  status: "complete, no violations"
## worst min-delay path: stages
cell and delay (ps):
clkdlybuf4s50_1 480, mux2i_1 160, nor2_1 50, clkdlybuf4s50_1 390
## cells in the mapped netlist, types with 8 or more instances
master and instances:
o21ai_0 59, nor2b_1 15, nand3_1 28, a31oi_1 8, nor2_1 108, mux2_2 14, o31ai_1 28, a221oi_1 8
a211o_1 8, nand2_1 110, a21o_1 11, a211oi_1 17, nor4_1 12, o31a_1 8, buf_2 22, inv_1 54
xor2_1 11, and3_1 14, a22o_1 9, ha_1 65, mux2i_1 89, a21oi_1 87, o211ai_1 13, nor3_1 27
xnor2_1 24, clkbuf_1 38, nand4_1 10
## final cells by class
type	instances	area, sq um	share of cell area, %
inverters	55	206.4	2.454
multi-input cells	943	6758	80.31
well taps	319	399.1	4.743
repair buffers	108	1051	12.49
## path summary, 6_finish.rpt
kind / from / endpoint / slack [ps] / cells after the start
setup / recovery: a[23] / sum[30] / 9710 / 26
hold / removal: a[31] / sum[31] / 13320 / 4
## power by group
part	switching (mW)	internal (mW)	total (mW)
clock network	0	0	0
logic	0.246	0.175	0.421
registers	0	0	0
total	0.246	0.175	0.421
## cell families (layout without fill, tap and decap cells)
family                     count (synthesis)  after routing  share of synthesized area [%]
adders and majority gates                 69             69                          12.22
xor gates and xnor gates                  39             39                          5.084
muxes                                    110            110                          16.50
and+or+nand+nor                          366            366                          23.72
buffers and inverters                    131            163                          8.045
AOI/OAI and AO/OA                        359            359                          34.42
## metal layers
metal,GRT usage (%),routed length [um],vias up
li1,-,-,4092
met2,34.82,12110,359
met5,0,0,-
met4,7.280,1035,0
met3,2.369,2068,48
met1,33.78,12920,3913
Power and IR drop assume default switching activity.
