--- flow/design.v ---
module fp_multiplier (
    input [31:0] a,        
    input [31:0] b,        
    output [31:0] product  
);
    wire sign_a = a[31];
    wire sign_b = b[31];
    wire [7:0] exp_a = a[30:23];
    wire [7:0] exp_b = b[30:23];
    wire [22:0] mant_a = a[22:0];
    wire [22:0] mant_b = b[22:0];
    wire sign_result = sign_a ^ sign_b;
    wire is_zero_a = (exp_a == 8'h00 && mant_a == 23'h0);
    wire is_zero_b = (exp_b == 8'h00 && mant_b == 23'h0);
    wire is_inf_a = (exp_a == 8'hFF && mant_a == 23'h0);
    wire is_inf_b = (exp_b == 8'hFF && mant_b == 23'h0);
    wire is_nan_a = (exp_a == 8'hFF && mant_a != 23'h0);
    wire is_nan_b = (exp_b == 8'hFF && mant_b != 23'h0);
    wire is_nan = is_nan_a | is_nan_b;
    wire is_zero = (is_zero_a | is_zero_b) & ~(is_inf_a | is_inf_b);
    wire is_inf = (is_inf_a | is_inf_b) & ~is_zero;
    wire [8:0] exp_result = exp_a + exp_b - 8'd127;
    wire [47:0] mant_result = {1'b1, mant_a} * {1'b1, mant_b};
    reg [22:0] final_mantissa;
    reg [7:0] final_exponent;
	always @(*) begin
    if (mant_result[47]) begin
        final_mantissa = mant_result[46:24];   
        final_exponent = exp_result + 1;       
    end else begin
        final_mantissa = mant_result[45:23];   
        final_exponent = exp_result;
    end
	end
    assign product = (is_nan) ? 32'h7FC00000 :                   
                     (is_inf) ? {sign_result, 8'hFF, 23'h0} :   
                     (is_zero) ? 32'h0 :                        
                     {sign_result, final_exponent[7:0], final_mantissa[22:0]};  
endmodule
--- flow/run.sh ---
#!/bin/bash
# OpenROAD 26Q1-2900-gdf79404cd8, Yosys 0.63+post, stock flow scripts
make -C /OpenROAD-flow-scripts/flow DESIGN_CONFIG=/design/flow/config.mk WORK_HOME=/design/flow/orfs finish
--- flow/config.mk ---
export PLATFORM = sky130hd
export DESIGN_NAME = fp_multiplier
export DESIGN_NICKNAME = fp_multiplier
export VERILOG_FILES = /design/flow/design.v
export SDC_FILE = /design/flow/constraint.sdc
export NUM_CORES = 4
export LEC_CHECK = 1
export CORE_UTILIZATION = 30
--- flow/constraint.sdc ---
current_design fp_multiplier

set clk_period 23.1
set clk_io_pct 0.2

create_clock -name clk0 -period $clk_period

set non_clock_inputs [all_inputs -no_clocks]
set_input_delay [expr $clk_period * $clk_io_pct] -clock clk0 $non_clock_inputs
set_output_delay [expr $clk_period * $clk_io_pct] -clock clk0 [all_outputs]
==> results_dict.tcl <==
# flow metrics
set metrics [dict create \
    seq_area_um2 0 \
    initialDrtViolationCount 549 \
    path_buffers 10 \
    wirelength_um 54400 \
    min_path_type "in -> out" \
    drc_errors 0 \
    cts_setup_buffers 0 \
    ff_count 0 \
    grt_pass1_vias 15900 \
    crit_family "adder cells" \
    grt_pass1_wl_um 88800 \
    ant_nets 0 \
    warnings 33 \
    crit_path_frequent_cell "fa_1" \
    synthToLayoutAreaGrowth_pct 10.2 \
    drive_gt1_frac 0.0285 \
    io_buffers 96 \
    finalSetupViolCount 0 \
    hold_ws_ps 10240 \
    critical-path-slowest-cell "clkdlybuf4s50_1" \
    fp_util 0.306 \
    cts-resized-gates 0 \
    min_path_cells 4 \
    overflow 0 \
    antenna_found_initial 1 \
    ys_types 60 \
    worstSetupPathType "in -> out" \
    pre_cts_ws_ps 5070 \
    critical_path_depth 29 \
    ys_area_um2 19400 \
    status "completed" \
    slew_violations 0 \
    final_common_cell "inv_1" \
    most-common-layout-cells "598 x inv_1, 482 x fa_1, 288 x nand2_1" \
    coreArea_um2 63400 \
    utilization 0.337 \
    dpl-instance-area_um2 21400 \
    fp.dieW_um 256 \
    rsz0062_at_grt "false" \
    worst_pin_slew_ps 814 \
    num_vias 14600 \
    critical_path.max_fanout 35 \
    max_cap_violations 0 \
    setup_slack_ps 4980 \
    clkbuf_count 0 \
    fmax_mhz 55.2 \
    required_ps 18480 \
    die_height_um 256 \
    vias_per_cell 4.66 \
    die_area_um2 65600 \
    min_from "a[31]" \
    syn_area_um2 19400 \
    fin_crit_sh 0.784 \
    firstDrtPassIters 5 \
    wl_per_cell_um 17.4 \
    max_slew_margin 0.456 \
    startpoint_type "input pin" \
    final_area_um2 21400 \
    cp-endpoint "product[22]" \
    syn_avg_cell_area_um2 8.67 \
    fin_crit_ps 18120 \
    setup_tns_ps 0 \
    critPathMaxStageDelay_ps 990 \
    place_hpwl_um 42700 \
    hold_viol 0 \
    yosys_warnings 1 \
    nFillCells 6633 \
    postSynthSeqShare 0 \
    grt_usage 0.183 \
    synth_cells 2236 \
    pin_count 96 \
    cp-end-kind "output port" \
    grt_start_max_net_pins 36 \
    fp-row-count 92 \
    yosys_cells 2236 \
    arrival_ps 13500 \
    gp_congestion 0.919 \
    cts_hold_buffers 0 \
    diodes 0 \
    startpoint "b[8]" \
]
## Yosys cell counts, types with 2 or more instances
cell type,instances,area share
a211oi_1,3,0.0012
a211oi_2,2,0.0013
a21o_1,12,0.0046
a21oi_1,43,0.011
a31oi_1,3,0.00097
and2_1,240,0.077
and3_1,2,0.00065
and4_1,3,0.0014
buf_2,2,0.00052
buf_4,2,0.00077
clkbuf_1,93,0.018
clkinv_1,2,0.00039
fa_1,482,0.50
ha_1,183,0.12
inv_1,598,0.12
mux2_2,2,0.0012
mux2i_1,16,0.0083
nand2_1,288,0.056
nand2b_1,4,0.0013
nand3_1,11,0.0028
nand3b_1,2,0.00077
nand4_1,11,0.0035
nand4b_1,2,0.00090
nor2_1,76,0.015
nor2b_1,6,0.0019
nor3_1,10,0.0026
nor3b_1,5,0.0019
nor4_1,14,0.0045
nor4b_2,2,0.0015
o211ai_1,5,0.0019
o21a_1,5,0.0019
o21ai_0,24,0.0062
o21ai_1,6,0.0015
o21bai_1,5,0.0019
o31ai_1,6,0.0023
or2_2,4,0.0013
xnor2_1,26,0.012
xor2_1,14,0.0063
## area by class of cell
| class | count | area [um2] | share of cell area |
|---|---|---|---|
| multi-input cells | 1537 | 16800 | 0.784 |
| well taps | 846 | 1060 | 0.0495 |
| repair buffers | 141 | 1300 | 0.0608 |
| inverters | 600 | 2250 | 0.105 |
## layer usage
| metal | up-vias | global-route usage | wire length, um |
|---|---|---|---|
| li1 | 6578 | - | - |
| met1 | 7337 | 0.245 | 21700 |
| met2 | 564 | 0.294 | 26200 |
| met3 | 71 | 0.0732 | 5590 |
| met4 | 4 | 0.0238 | 855 |
| met5 | - | 0.00512 | 53 |
## worst min path at each step
stage / slack [ps] / end
CTS: 10260 / product[31]
global route: 10330 / product[31]
finish: 10240 / product[31]
## stage by stage
step | cells
after global routing | 3124
after detailed placement | 3124
after floorplan | 2236
after global placement | 3124
after CTS | 3124
final | 3124
## cell families (layout without fill, tap and decap cells)
logic type,count (synthesis),after routing,share of synthesized area
AND-OR/OR-AND,129,129,0.0444
XOR/XNOR,41,41,0.0189
adder cells (fa/ha/maj),665,665,0.616
buffers and inverters,699,741,0.136
multiplexers,19,19,0.0102
AND/OR/NAND/NOR,683,683,0.174
